**design/flow/design.v**
```verilog
module TimeGen(
	input	clk25m,
	output	reg [24:0] clk25m_cnt,
	output	reg ms1p3
 );
	always @(posedge clk25m) clk25m_cnt <= clk25m_cnt + 1;
	always @(posedge clk25m) ms1p3 <= (clk25m_cnt[14:0]==0);
endmodule
```
**design/flow/run.sh**
```bash
#!/bin/bash
# OpenROAD 26Q1-2900-gdf79404cd8, Yosys 0.63+post, stock flow scripts
make -C /OpenROAD-flow-scripts/flow DESIGN_CONFIG=/design/flow/config.mk WORK_HOME=/design/flow/orfs finish
```
**design/flow/config.mk**
```make
export PLATFORM = sky130hd
export DESIGN_NAME = TimeGen
export DESIGN_NICKNAME = TimeGen
export VERILOG_FILES = /design/flow/design.v
export SDC_FILE = /design/flow/constraint.sdc
export NUM_CORES = 4
export LEC_CHECK = 1
export CORE_AREA = 10 10 84 84
export DIE_AREA = 0 0 94 94
```
**design/flow/constraint.sdc**
```tcl
current_design TimeGen

set clk_period 5.8
set clk_io_pct 0.2

create_clock -name clk0 -period $clk_period [get_ports {clk25m}]

set non_clock_inputs [all_inputs -no_clocks]
set_input_delay [expr $clk_period * $clk_io_pct] -clock clk0 $non_clock_inputs
set_output_delay [expr $clk_period * $clk_io_pct] -clock clk0 [all_outputs]
```
==> impl_metrics.tcl <==
# metrics dict for downstream scripts
set metrics [dict create \
    finalCritPeriodShare 0.416 \
    maxSlewHeadroom 0.592 \
    synthCells 98 \
    synth_stat.cells 98 \
    clock.fmax_ghz 0.414 \
    worstPathRequired_ps 4640 \
    gr-total-overflow 0 \
    hold_violations 0 \
    post_cts_resized 0 \
    r2r_end "clk25m_cnt[24]$_DFF_P_" \
    yosys.area.top_type "dfxtp_1" \
    routabilityCongestion 0.716 \
    drv_cap 0 \
    cellPowerDensity_nw_per_um2 232 \
    cts_buffers 3 \
    cts_tree "built" \
    syn_to_final_growth_pct 41.5 \
    fp.dieH_um 94 \
    critPathCaptureType "output pin" \
    fin_area_sq_um 1400 \
    finClkSkew_ps 8.41 \
    netlist.area_leader.share 0.525 \
    r2r-start "clk25m_cnt[1]$_DFF_P_" \
    firstDrtPassIters 4 \
    cp_slowest_cell "clkdlybuf4s50_1" \
    drt-total-wl_um 2140 \
    period_minus_slack_ps 2410 \
    clock_latency_ps 270 \
    clock_sinks 26 \
    avgSynthCellArea_sq_um 10.1 \
    setup_viol 0 \
    htreeDepth 1 \
    r2r_slack_ps 4160 \
    seqPwrFrac 0.547 \
    antenna_found_initial 0 \
    worstMarginPinSlew_ps 607 \
    synthesis.area_sq_um 992 \
    portBuffers 26 \
    p_leak_nw 0.451 \
    synthTopCellsByArea "dfxtp_1 52%, xnor2_1 16%, nand3_1 5.5%, nand4_1 4.4%, xor2_1 4.4%" \
    viasPerCell 3.83 \
    status "finished, final reports clean" \
    drtIter0Drc 9 \
    pre_cts_ws_ps 3700 \
    lay_top_cells "26 x dfxtp_1, 26 x clkdlybuf4s50_1, 18 x xnor2_1, 11 x nand3_1, 8 x nand2_1" \
    grt_max_degree 16 \
    drv_slew 0 \
    vias 754 \
    drive_above_1_share 0.0394 \
    p_int_w 0.000271 \
    holdBufCountCts 0 \
    combGateArea_sq_um 449 \
    critPathBufInv 1 \
    dpl_cell_area_sq_um 1330 \
    grt_pass1_wl_um 3590 \
    p_switching_w 0.0000556 \
    synth_seq_share 0.525 \
    crit_family "buffers and inverters" \
    critPathMaxStageDelay_ps 520 \
    hold_path_class "reg -> reg" \
    path_cells "clkdlybuf4s50_1" \
    seq_area_sq_um 520 \
    path_class "reg -> out" \
    power.clock.fraction 0.453 \
    core-area_sq_um 5200 \
    log.warning_count 26 \
    num_rows 26 \
    yosys_area_sq_um 992 \
    crit_path_start_kind "flop" \
    worstHoldEndpoint "clk25m_cnt[24]$_DFF_P_" \
    p_sw_frac 0.170 \
    min-delay-start "clk25m_cnt[24]$_DFF_P_" \
    grtUsageTotal 0.0506 \
    ios 27 \
    hold_depth 1 \
    yosysWarnings 1 \
    drc 0 \
    fin_ws_ps 3390 \
    ys_types 17 \
    final_antenna_net_count 0 \
    root_buffer "clkbuf_8" \
    finalPower_w 0.000326 \
    postCtsSetupRepairBufs 0 \
    rsz0062_at_grt "no" \
    crit_fanout 7 \
    worst_r2r_path_depth 5 \
    antenna_cells 0 \
    cts.clk_slew.worst_paths_ps 90 \
    tns_ps 0 \
    place_hpwl_um 1680 \
    clock_path_buffers 2 \
    grt_pass1_vias 710 \
    nFillCells 573 \
    synth_flops 26 \
    die_area_sq_um 8840 \
    initial_utilization 0.191 \
    ir_worst_vdd_uv 164 \
    die_x_um 94 \
    wire_per_inst_um 10.8 \
    pwr-share-comb 0 \
    cp.arrival_ps 1250 \
]
[cell usage after synthesis]
| cell | instances |
|---|---|
| buf_4 | 1 |
| or4_1 | 1 |
| nand2_1 | 8 |
| inv_1 | 4 |
| ha_1 | 2 |
| nor2_1 | 6 |
| and4_4 | 1 |
| and4_1 | 1 |
| xor2_1 | 5 |
| and3_1 | 2 |
| nand4_1 | 7 |
| nor4b_1 | 1 |
| nor3_1 | 2 |
| nand3_1 | 11 |
| xnor2_1 | 18 |
| dfxtp_1 | 26 |
| nor4_1 | 2 |
[per-layer routing]
| metal | wire length, um | part of all wire | GRT usage |
|---|---|---|---|
| met3 | 317 | 0.15 | 0.0339 |
| met2 | 837 | 0.39 | 0.0691 |
| met4 | 14 | 0.0066 | 0.00506 |
| met1 | 966 | 0.45 | 0.0671 |
| met5 | 0 | 0 | 0 |
[kinds of logic (layout without fill, tap and decap cells)]
family / after synthesis / after routing / synth area share
XOR/XNOR: 23 / 23 / 0.203
adder cells (fa/ha/maj): 2 / 2 / 0.0252
buffers and inverters: 5 / 34 / 0.0227
flip-flops: 26 / 26 / 0.525
AND/OR/NAND/NOR: 42 / 42 / 0.224
[metrics by stage]
step	std cells	util	hold slack, ps
6_report	197	0.270	465
5_1_grt	197	0.270	497
4_1_cts	197	0.270	467
3_5_place_dp	193	0.256	446
3_3_place_gp	193	0.256	448
2_1_floorplan	98	-	406
[how the worst max path moves through the flow]
stage / start / endpoint / slack (ps) / depth (start not counted)
CTS: clk25m_cnt[9]$_DFF_P_ / clk25m_cnt[9] / 3370 / 1
global route: clk25m_cnt[9]$_DFF_P_ / clk25m_cnt[9] / 3310 / 1
finish: clk25m_cnt[9]$_DFF_P_ / clk25m_cnt[9] / 3390 / 1
[power groups by stage]
stage	combinational (W)	sequential [W]	clock, W
4_1_cts	0.000000000206	0.000178	0.000153
5_1_grt	0.000000000206	0.000178	0.000160
6_report	0.000000000206	0.000178	0.000148
[registers in the layout, summed over array words and instances, names as in the netlist]
register,flops
ms1p3,1
clk25m_cnt,25
[final cells by class]
type	count	share of cell area
Sequential cell	26	0.371
Tap cell	70	0.0624
Clock buffer	3	0.0294
Inverter	4	0.0107
Clock inverter	1	0.0214
Multi-Input combinational cell	67	0.320
Timing Repair Buffer	26	0.185
No activity file was given, so power comes from the tool's default toggle rates.
