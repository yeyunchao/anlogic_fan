**run.sh**
```bash
#!/bin/bash
# OpenROAD 26Q1-2900-gdf79404cd8, Yosys 0.63+post, stock flow scripts
make -C /OpenROAD-flow-scripts/flow DESIGN_CONFIG=/design/flow/config.mk WORK_HOME=/design/flow/orfs finish
```
**config.mk**
```make
export PLATFORM = sky130hd
export DESIGN_NAME = I2C_Ctrl_temp
export DESIGN_NICKNAME = I2C_Ctrl_temp
export VERILOG_FILES = /design/flow/design.v
export SDC_FILE = /design/flow/constraint.sdc
export NUM_CORES = 4
export LEC_CHECK = 1
export CORE_UTILIZATION = 40
```
**constraint.sdc**
```tcl
current_design I2C_Ctrl_temp

set clk_period 6.6
set clk_io_pct 0.2

create_clock -name clk0 -period $clk_period [get_ports {clk}]

set non_clock_inputs [all_inputs -no_clocks]
set_input_delay [expr $clk_period * $clk_io_pct] -clock clk0 $non_clock_inputs
set_output_delay [expr $clk_period * $clk_io_pct] -clock clk0 [all_outputs]
```
**design.v**
```verilog
`timescale      1ns/1ps
module I2C_Ctrl_temp(
    input                   clk,
    input                   rst_n,
    input           [31:0]  temp_config_data,
    input                   i2c_start,           
    inout                   i2c_sdat,
    output                  i2c_sclk,
    output                  i2c_done,
    output      reg [7:0]   i2c_rd_data
);
parameter       I2C_IDLE        =   'd0;
parameter       I2C_START       =   'd1;
parameter       I2C_WR_IDADDR   =   'd2;
parameter       I2C_WR_ACK1     =   'd3;
parameter       I2C_WR_REGADDR1 =   'd4;
parameter       I2C_WR_REGADDR2 =   'd5;
parameter       I2C_WR_ACK3     =   'd6;
parameter       I2C_WR_DATA     =   'd7;
parameter       I2C_WR_ACK4     =   'd8;
parameter       I2C_WR_STOP     =   'd9;
parameter       I2C_RD_START    =   'd10;
parameter       I2C_RD_IDADDR   =   'd11;
parameter       I2C_RD_ACK      =   'd12;
parameter       I2C_RD_DATA     =   'd13;
parameter       I2C_RD_NPACK    =   'd14;
parameter       I2C_RD_STOP     =   'd15;
parameter       I2C_FREQ      =   320;     
parameter       TRANSFER      =   1;
parameter       CAPTURE       =   160;
parameter       STOP	      =   15;
parameter       SEND_BIT        =   8;
reg     [4:0]   pre_state;
reg     [4:0]   next_state;
reg             i2c_sdat_r;
wire            bir_en;
wire            transfer_en;
wire            capture_en;
reg             i2c_sclk_r;
reg     [7:0]   sclk_cnt;
reg     [3:0]   tran_cnt;
wire    [7:0]   wr_device_addr = {temp_config_data[31:25], 1'b0};
wire    [7:0]   rd_device_addr = {temp_config_data[31:25], 1'b1};
wire            wr_rd_flag  =   temp_config_data[24];
wire    [7:0]   reg_addr1   = temp_config_data[23:16];
wire    [7:0]   reg_addr2   = temp_config_data[15:8];
wire    [7:0]   wr_data     = temp_config_data[7:0];
reg             wr_ack1;
reg             wr_ack3;
reg             wr_ack4;
reg             rd_ack1;
reg				stop_round;
always @(posedge clk or negedge rst_n)begin
    if(rst_n == 1'b0)
        sclk_cnt <= 'd1;
    else if(sclk_cnt == I2C_FREQ - 1'b1)
        sclk_cnt <= 'd0;
    else
        sclk_cnt <= sclk_cnt + 1'b1;
end
always @(posedge clk or negedge rst_n)begin
    if(rst_n == 1'b0)
        i2c_sclk_r <= 1'b0;
    else if(sclk_cnt >= (I2C_FREQ>>2)*1 && sclk_cnt <= (I2C_FREQ>>2)*3)
        i2c_sclk_r <= 1'b1;
    else
        i2c_sclk_r <= 1'b0;
end
assign  transfer_en = (sclk_cnt == TRANSFER - 1)? 1'b1: 1'b0;
assign  capture_en  = (sclk_cnt == CAPTURE - 1)? 1'b1: 1'b0;
assign  stop_en  = (sclk_cnt == STOP - 1)? 1'b1: 1'b0;
always @(posedge clk or negedge rst_n)begin
    if(rst_n == 1'b0)
        tran_cnt <= 'd0;
    else if(tran_cnt == SEND_BIT && transfer_en == 1'b1)
        tran_cnt <= 'd0;
    else if(((next_state == I2C_WR_IDADDR || next_state == I2C_WR_REGADDR1 ||
         next_state == I2C_WR_DATA ||    
        next_state == I2C_RD_IDADDR) && transfer_en == 1'b1) ||
        (next_state == I2C_RD_DATA && capture_en == 1'b1))
        tran_cnt <= tran_cnt + 1'b1;
    else
        tran_cnt <= tran_cnt;
end
always @(posedge clk or negedge rst_n)begin
    if(rst_n == 1'b0)begin
        pre_state <= I2C_IDLE;          
		end
    else
        pre_state <= next_state;
end
always @(*)begin
    next_state = I2C_IDLE;
    case(pre_state)
    I2C_IDLE:
        if(i2c_start == 1'b1 && transfer_en == 1'b1)
            next_state = I2C_START;
        else
            next_state = I2C_IDLE;
    I2C_START:
        if(transfer_en == 1'b1)
            next_state = I2C_WR_IDADDR;
        else
            next_state = I2C_START;
    I2C_WR_IDADDR:
        if(transfer_en == 1'b1 && tran_cnt == SEND_BIT)
            next_state = I2C_WR_ACK1;
        else
            next_state = I2C_WR_IDADDR;
    I2C_WR_ACK1:
        if(transfer_en == 1'b1 && wr_ack1 == 1'b0)
            next_state = I2C_WR_REGADDR1;
        else if(transfer_en == 1'b1)
            next_state = I2C_IDLE;
        else
            next_state = I2C_WR_ACK1;
    I2C_WR_REGADDR1:
        if(transfer_en == 1'b1 && tran_cnt == SEND_BIT)
            next_state = I2C_WR_ACK3;
        else
            next_state = I2C_WR_REGADDR1;
    I2C_WR_ACK3:
        if(transfer_en == 1'b1 && wr_ack3 == 1'b0 && wr_rd_flag == 1'b0)
            next_state = I2C_WR_DATA;
        else if(transfer_en == 1'b1 && wr_ack3 == 1'b0 && wr_rd_flag == 1'b1) begin           
            next_state = I2C_WR_STOP;          
			stop_round = 1;      
			end
        else if(transfer_en == 1'b1)
            next_state = I2C_IDLE;
        else
            next_state = I2C_WR_ACK3;
    I2C_WR_DATA:
        if(transfer_en == 1'b1 && tran_cnt == SEND_BIT)
            next_state = I2C_WR_ACK4;
        else
            next_state = I2C_WR_DATA;
    I2C_WR_ACK4:
        if(transfer_en == 1'b1 && wr_ack4 == 1'b0)
            next_state = I2C_WR_STOP;
        else if(transfer_en == 1'b1)
            next_state = I2C_IDLE;
        else
            next_state = I2C_WR_ACK4;
    I2C_WR_STOP:
        if(transfer_en == 1'b1 && wr_rd_flag == 1'b1 && stop_round == 1)begin    
            next_state = I2C_RD_START;           
			end            
		else if((transfer_en == 1'b1 && wr_rd_flag == 1'b1 && stop_round == 0)||(transfer_en == 1'b1 && wr_rd_flag == 1'b0))			
			next_state = I2C_IDLE; 
        else
            next_state = I2C_WR_STOP;
    I2C_RD_START:
        if(transfer_en == 1'b1) begin
            next_state = I2C_RD_IDADDR;          
			stop_round = 0;      
			end
        else
            next_state = I2C_RD_START;
    I2C_RD_IDADDR:
        if(transfer_en == 1'b1 && tran_cnt == SEND_BIT)
            next_state = I2C_RD_ACK;
        else
            next_state = I2C_RD_IDADDR;
    I2C_RD_ACK:
        if(transfer_en == 1'b1 && rd_ack1 == 1'b0)
            next_state = I2C_RD_DATA;
        else if(transfer_en == 1'b1)
            next_state = I2C_IDLE;
        else
            next_state = I2C_RD_ACK;
    I2C_RD_DATA:
        if(transfer_en == 1'b1 && tran_cnt == SEND_BIT)
            next_state = I2C_RD_NPACK;
        else
            next_state = I2C_RD_DATA;
    I2C_RD_NPACK:
        if(transfer_en == 1'b1)
            next_state = I2C_RD_STOP;
        else
            next_state = I2C_RD_NPACK;
    I2C_RD_STOP:
        if(transfer_en == 1'b1)
            next_state = I2C_IDLE;
        else
            next_state = I2C_RD_STOP;
    default:next_state = I2C_IDLE;
    endcase
end
always @(posedge clk or negedge rst_n)begin
    if(rst_n == 1'b0)
        i2c_sdat_r <= 1'b1;
    else begin
        case(next_state)
        I2C_IDLE:   if(capture_en == 1'b1)  i2c_sdat_r <= 1'b1;
        I2C_START:  if(capture_en == 1'b1)  i2c_sdat_r <= 1'b0;
        I2C_WR_IDADDR:  if(transfer_en == 1'b1) i2c_sdat_r <= wr_device_addr['d7 - tran_cnt];
        I2C_WR_REGADDR1:if(transfer_en == 1'b1) i2c_sdat_r <= reg_addr1['d7 - tran_cnt];
        I2C_WR_DATA:    if(transfer_en == 1'b1) i2c_sdat_r <= wr_data['d7 - tran_cnt];
        I2C_WR_ACK4:    if(transfer_en == 1'b1) i2c_sdat_r <= 1'b0;
        I2C_WR_STOP:    if(capture_en == 1'b1) i2c_sdat_r <= 1'b1;
        I2C_RD_START:   if(capture_en == 1'b1)  i2c_sdat_r <= 1'b0;
        I2C_RD_IDADDR:  if(transfer_en == 1'b1) i2c_sdat_r <= rd_device_addr['d7 - tran_cnt];
        I2C_RD_NPACK:   if(transfer_en == 1'b1) i2c_sdat_r <= 1'b1;
        I2C_RD_STOP:    begin        
						if(stop_en == 1'b1) i2c_sdat_r <= 1'b0;          
						if(capture_en == 1'b1) i2c_sdat_r <= 1'b1;        
						end
        default:        i2c_sdat_r <= i2c_sdat_r;
        endcase
    end
end
always @(posedge clk or negedge rst_n)begin
    if(rst_n == 1'b0)begin
        i2c_rd_data <= 8'b0;
        wr_ack1   <= 1'b1;
        wr_ack3   <= 1'b1;
        wr_ack4   <= 1'b1;
        rd_ack1   <= 1'b1;
    end
    else if(capture_en == 1'b1)begin
        case(next_state)
        I2C_WR_ACK1: wr_ack1 <= i2c_sdat;
        I2C_WR_ACK3: wr_ack3 <= i2c_sdat;
        I2C_WR_ACK4: wr_ack4 <= i2c_sdat;
        I2C_WR_STOP: begin
            wr_ack1   <= 1'b1;
            wr_ack3   <= 1'b1;
            wr_ack4   <= 1'b1;
            rd_ack1   <= 1'b1;
        end
        I2C_RD_ACK: rd_ack1 <= i2c_sdat;
        I2C_RD_DATA: i2c_rd_data['d7 - tran_cnt] <= i2c_sdat;
        I2C_RD_STOP:begin
            wr_ack1   <= 1'b1;
            wr_ack3   <= 1'b1;
            wr_ack4   <= 1'b1;
            rd_ack1   <= 1'b1;
        end
        default:begin
            i2c_rd_data <= i2c_rd_data;
            wr_ack1 <= wr_ack1;
            wr_ack3 <= wr_ack3;
            wr_ack4 <= wr_ack4;
            rd_ack1 <= rd_ack1;
        end
        endcase
    end
    else begin
        i2c_rd_data <= i2c_rd_data;
        wr_ack1   <= wr_ack1;
        wr_ack3   <= wr_ack3;
        wr_ack4   <= wr_ack4;
        rd_ack1   <= rd_ack1;
    end
end
assign  bir_en = (pre_state == I2C_WR_ACK1 || pre_state == I2C_WR_ACK3 || 
                  pre_state == I2C_WR_ACK4 || pre_state == I2C_RD_ACK || pre_state == I2C_RD_DATA)? 1'b0: 1'b1;
assign  i2c_sdat = (bir_en == 1'b1)? i2c_sdat_r: 1'bz;
assign  i2c_sclk = i2c_sclk_r;
assign  i2c_done = ((pre_state == I2C_WR_STOP && next_state == I2C_IDLE) ||
                    (pre_state == I2C_RD_STOP && next_state == I2C_IDLE))? 1'b1: 1'b0;
endmodule
```
==> reports/metrics.cfg <==
[status]
status=did not finish
stop_stage=4_1_cts
error=[error] [KeplerFormal.cpp:679] Workflow failed: Iso has multiple drivers: .i2c_sdat0, i2c_sdat$_DFFE_PN1P_.Q0

[yosys]
yosys_area_sq_mm=0.00297
postSynthAreaPerCell_sq_um=8.94
syn_area_sq_mm=0.00297
yosys_cells=332
syn_inst=332
edf_count=0
yosys.area.top_type=dfrtp_1
top_cell_area_share_pct=28.7
area_leaders=dfrtp_1 29%, dfstp_2 6.2%, nand2_1 6.1%
async_flop_share_pct=97.6
synth_cell_type_count=78
ys_ff=42
ff_type=dfrtp_1
yosys_warnings=3

[die]
row_count=31
initCoreUtil_pct=41.1
die.size.y_um=88.1
io_pins=46
chipWidth_um=88.1

[clocking]
cts_resized=0
cts_hold_buffers=0
post_cts_buffers=0
cts_max_level=2
cts-root-buf=clkbuf_8
numCtsBuffers=5
cts_buffer_depth=2

[timing]
unclocked_regs=1
untimed_endpoints=1

[placement]
numPortBuffers=36
placed_cells=455
pre_cts_ws_ps=1380
place_congestion=0.887
placedInstanceArea_sq_mm=0.00336
hpwlAfterDp_um=5210

## cell usage after synthesis (2+ instances only)
cell type and instances:
nor2_1 28, or3_1 3, buf_2 2, nor4_1 6, nand3_1 18, a221o_1 4, inv_1 11, a2111oi_2 2
xnor2_1 9, o21ai_0 26, a21oi_1 14, a31oi_1 3, and3_1 3, nor2b_1 2, nand4_1 3, a211o_2 2
o21bai_1 2, a22oi_1 2, buf_6 3, xor2_1 3, nand2b_1 3, dfrtp_1 34, and3b_1 2, nand2_1 48
clkbuf_8 2, o21ai_1 2, dfstp_2 7, a211oi_1 3, or2_2 2, mux2i_1 4, o22ai_1 3, clkbuf_1 7
mux2_2 10, ha_1 10, nor3_1 5, o32a_1 2
## through the flow
step / hold WS, ps / util (%) / total power, mW
floorplan: 455 / - / 0.264
global placement: 492 / 46.6 / 0.287
detailed placement: 494 / 46.6 / 0.287
## logic make-up after synthesis
family | share of synthesized area [%]
and+or+nand+nor | 26.2
AOI/OAI and AO/OA | 20.0
DFF | 34.9
buffers and inverters | 5.06
muxes | 5.65
xor gates and xnor gates | 3.54
adders and majority gates | 4.22
latches | 0.506
Power is estimated from default activity; no workload was simulated.
